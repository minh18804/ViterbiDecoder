==> flow/design.v <==
module input_buffer(
    input wire clk,
    input wire rst,
    input wire refresh,
    input wire [15:0] data_in,
    output reg [1:0] bit_pair_0,
    output reg [1:0] bit_pair_1,
    output reg [1:0] bit_pair_2,
    output reg [1:0] bit_pair_3,
    output reg [1:0] bit_pair_4,
    output reg [1:0] bit_pair_5,
    output reg [1:0] bit_pair_6,
    output reg [1:0] bit_pair_7
);
reg [15:0] data_reg [1:0];     
reg decoding;                   
reg [15:0] decoding_data;       
reg has_new_data;              
reg [15:0] prev_data;          
always @(data_in) begin
    if (rst) begin
        has_new_data <= 1'b0;  
    end
    else begin
        if (data_in != 16'b0) begin
            has_new_data <= 1'b1;        
        end
        else begin
            has_new_data <= 1'b0;        
        end
    end
end
always @(posedge clk or posedge rst) begin
    if (rst) begin
        data_reg[0] <= 16'b0;
        data_reg[1] <= 16'b0;
        decoding_data <= 16'b0;
        prev_data <= 16'b0;
        decoding <= 1'b0;
    end
    else begin
        if (refresh) begin
            if (data_reg[1] != 16'b0) begin
                decoding_data <= data_reg[0];
                data_reg[0] <= data_reg[1];   
                data_reg[1] <= 16'b0;         
                decoding <= 1'b1;
            end
            else if (data_reg[0] != 16'b0) begin
                decoding_data <= data_reg[0];
                data_reg[0] <= 16'b0;
                decoding <= 1'b1;
            end
            else begin
                decoding <= 1'b0;
            end
        end
        else if (has_new_data) begin
            if (!decoding) begin
                decoding_data <= data_in;
                decoding <= 1'b1;
            end
            else if (data_reg[0] == 16'b0) begin
                prev_data <= data_in;
                if (decoding_data != prev_data) begin
                    data_reg[0] <= data_in;
                end
            end
            else if (data_reg[1] == 16'b0) begin
                prev_data <= data_in;   
                if (data_reg[0] != prev_data) begin
                    data_reg[1] <= data_in;
                end
            end
        end
    end
end
always @(*) begin
    bit_pair_0 = decoding_data[1:0];
    bit_pair_1 = decoding_data[3:2];
    bit_pair_2 = decoding_data[5:4];
    bit_pair_3 = decoding_data[7:6];
    bit_pair_4 = decoding_data[9:8];
    bit_pair_5 = decoding_data[11:10];
    bit_pair_6 = decoding_data[13:12];
    bit_pair_7 = decoding_data[15:14];
end
endmodule
==> flow/run.sh <==
#!/bin/bash
# OpenROAD 26Q1-2900-gdf79404cd8, Yosys 0.63+post, stock flow scripts
make -C /OpenROAD-flow-scripts/flow DESIGN_CONFIG=/design/flow/config.mk WORK_HOME=/design/flow/orfs finish
==> flow/config.mk <==
export PLATFORM = sky130hd
export DESIGN_NAME = input_buffer
export DESIGN_NICKNAME = input_buffer
export VERILOG_FILES = /design/flow/design.v
export SDC_FILE = /design/flow/constraint.sdc
export NUM_CORES = 4
export LEC_CHECK = 1
export CORE_UTILIZATION = 30
==> flow/constraint.sdc <==
current_design input_buffer

set clk_period 4.9
set clk_io_pct 0.2

create_clock -name clk0 -period $clk_period [get_ports {clk}]

set non_clock_inputs [all_inputs -no_clocks]
set_input_delay [expr $clk_period * $clk_io_pct] -clock clk0 $non_clock_inputs
set_output_delay [expr $clk_period * $clk_io_pct] -clock clk0 [all_outputs]
==> flow_metrics.tcl <==
# flow metrics
set metrics [dict create \
    n_fill_cell 1062 \
    ys_types 38 \
    hold_path.class "flip-flop to flip-flop" \
    io_pins 35 \
    crit_path_start_kind "input pin" \
    intPower_mw 1.43 \
    die_w_um 109 \
    dp_slack_ns 1.57 \
    warnings 25 \
    cts_inserted_buffers 9 \
    swShare 0.329 \
    p_comb_frac 0.326 \
    root_buffer "clkbuf_16" \
    clock.latency.late_pin_ns 0.32 \
    power_frac_seq 0.407 \
    grt_start_max_net_pins 34 \
    io_buffers 34 \
    via_per_inst 5.02 \
    antenna_found_initial 0 \
    clock_skew_ns 0.00417 \
    cts_resized 0 \
    worst_pin_slew_ns 0.845 \
    syn_inst 286 \
    syn_avg_cell_area_um2 11.9 \
    cts_tree "built" \
    fin_crit_ns 3.03 \
    grt_pass1_vias 2365 \
    critPathLaunch "data_in[3]" \
    hold_start "data_reg[1][12]" \
    yosysWarnings 2 \
    slew_headroom 0.436 \
    cap_violations 0 \
    ys_top_logic_family "multiplexers" \
    final_antenna_net_count 0 \
    largest_reg_flops 32 \
    clkTransAtPathRegs_ns 0.05 \
    ctsHoldBuffers 0 \
    synth-seq-area-share 0.478 \
    ys_cells 286 \
    grt_pass1_wl_um 13400 \
    p_leak_nw 1.80 \
    mux_area_frac 0.162 \
    track_usage 0.157 \
    powerDensity_mw_per_mm2 514 \
    initCoreUtil 0.311 \
    p_switching_uw 698 \
    final.period_utilization 0.619 \
    fmax_mhz 330 \
    design_area_mm2 0.00413 \
    synthSimpleGateAreaFrac 0.143 \
    ys.flops 65 \
    overflow 0 \
    chipArea_mm2 0.0118 \
    h-tree-depth 3 \
    setup_slack_ns 1.87 \
    drc 0 \
    path_class "input pin to flip-flop" \
    wl_per_cell_um 17.7 \
    syn_to_final_growth_pct 21.3 \
    diodes 0 \
    final_cell_mix "dfrtp_1, clkdlybuf4s50_1, xnor2_1" \
    fa_ha_area_frac 0 \
    dpl.hpwl_um 5840 \
    whs_ns 0.538 \
    hold_violations 0 \
    rsz0062_at_grt "false" \
    crit_fanout 9 \
    setup_viol_count_final 0 \
    aoi_share 0.0966 \
    cts_num_sinks 65 \
    timing.rr.start "data_reg[1][0]" \
    clockBufferDepth 2 \
    maxSlewViolCount 0 \
    cp.arrival_ns 3.24 \
    timing.setup.tns_ns 0 \
    critPathRequiredTime_ns 5.11 \
    core_area_mm2 0.0109 \
    status "finished clean" \
    post_cts_buffers 0 \
    lay_top_count "dfrtp_1" \
    dieHeight_um 109 \
    num_rows 38 \
    yosys_area_mm2 0.00341 \
    vias 2345 \
    syn-cell-area_mm2 0.00341 \
    ys_sh_xor 0.0823 \
    routabilityCongestion 0.852 \
    drive_above_1_share 0.190 \
    wl_um 8260 \
    drtIter0Drc 150 \
    placed_area_mm2 0.00387 \
    ir_drop_mv 0.233 \
    dr.pass1.iters 5 \
    power_frac_clock 0.267 \
    critPathCaptureType "flip-flop" \
]
cell usage after synthesis, drive strengths merged:
| cell type | number | area share |
|---|---|---|
| dfrtp | 65 | 0.48 |
| mux2 | 38 | 0.13 |
| xnor2 | 31 | 0.080 |
| nand2 | 27 | 0.032 |
| a22o | 15 | 0.039 |
| inv | 13 | 0.014 |
| nor4 | 13 | 0.034 |
| a21oi | 12 | 0.019 |
| a21o | 10 | 0.022 |
| mux2i | 10 | 0.029 |
| nand4 | 9 | 0.018 |
| nand2b | 7 | 0.013 |
| and2b | 6 | 0.015 |
| buf | 6 | 0.019 |
| clkbuf | 5 | 0.0055 |
| nor2 | 3 | 0.0033 |
| nor2b | 3 | 0.0055 |
| nor3 | 3 | 0.0059 |
| o21ai | 2 | 0.0062 |
| a22oi | 1 | 0.0062 |
| a41oi | 1 | 0.0048 |
| and2 | 1 | 0.0018 |
| nand3 | 1 | 0.0015 |
| nand3b | 1 | 0.0022 |
| nand4bb | 1 | 0.0081 |
| or4 | 1 | 0.0022 |
| xor2 | 1 | 0.0026 |
critical path, stage by stage:
cell and delay (ns):
clkdlybuf4s50_1 0.57, nor4_1 0.12, a41oi_2 0.33, nand3b_1 0.19
a21oi_2 0.42, buf_4 0.28, mux2_2 0.35
worst paths after layout:
path | endpoint | slack, ns | depth (start not counted)
min in group asynchronous | decoding_data[15] | 1.19 | 2
max reg2reg | prev_data[8] | 2.35 | 5
max in group asynchronous | decoding_data[4] | 2.79 | 3
max | prev_data[8] | 1.87 | 7
min | data_reg[1][12] | 0.54 | 1
min reg2reg | data_reg[1][12] | 0.54 | 1
metrics by stage:
stage                     total power [mW]  cells   util
after floorplan                       1.33    286      -
after global placement                1.56    453  0.354
after detailed placement              1.56    453  0.354
after CTS                             2.14    467  0.378
after global routing                  2.25    467  0.378
final                                 2.12    467  0.378
layout make-up:
| type | instances | area (um^2) | area share |
|---|---|---|---|
| inverters | 13 | 48.8 | 0.0118 |
| multi-input cells | 197 | 1650 | 0.399 |
| well taps | 140 | 175 | 0.0424 |
| flip-flops and latches | 65 | 1630 | 0.394 |
| clock buffers | 14 | 264 | 0.0639 |
| repair buffers | 38 | 370 | 0.0896 |
cell families (layout without fill, tap and decap cells):
| logic type | count (synthesis) | after routing |
|---|---|---|
| mux | 48 | 48 |
| simple gates | 76 | 76 |
| buf+inv | 24 | 65 |
| xor+xnor | 32 | 32 |
| flops | 65 | 65 |
| compound gates | 41 | 41 |
power groups by stage:
stage         registers (mW)  logic [mW]  clock network [mW]
finish                 0.865       0.692               0.567
CTS                    0.866       0.697               0.580
global route           0.892       0.756               0.598
per-layer routing:
| layer | global-route usage | up-vias | part of all wire |
|---|---|---|---|
| li1 | - | 1087 | - |
| met1 | 0.250 | 1192 | 0.47 |
| met2 | 0.237 | 61 | 0.46 |
| met3 | 0.0331 | 5 | 0.061 |
| met4 | 0.0106 | 0 | 0.0078 |
| met5 | 0 | - | 0 |
Power is estimated from default activity; no workload was simulated.
