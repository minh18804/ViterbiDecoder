### /design/flow/config.mk
export PLATFORM = sky130hd
export DESIGN_NAME = selector
export DESIGN_NICKNAME = selector
export VERILOG_FILES = /design/flow/design.v
export SDC_FILE = /design/flow/constraint.sdc
export NUM_CORES = 4
export LEC_CHECK = 1
export CORE_UTILIZATION = 30
### /design/flow/constraint.sdc
current_design selector

set clk_period 3.5
set clk_io_pct 0.2

create_clock -name clk0 -period $clk_period [get_ports {clk}]

set non_clock_inputs [all_inputs -no_clocks]
set_input_delay [expr $clk_period * $clk_io_pct] -clock clk0 $non_clock_inputs
set_output_delay [expr $clk_period * $clk_io_pct] -clock clk0 [all_outputs]
### /design/flow/design.v
module selector(
    input wire clk,
    input wire rst,
    input wire [7:0] updated_selected_branch_at_00,
    input wire [7:0] updated_selected_branch_at_01,
    input wire [7:0] updated_selected_branch_at_10,
    input wire [7:0] updated_selected_branch_at_11,
    input wire [3:0] new_branch_metric_00,
    input wire [3:0] new_branch_metric_01,
    input wire [3:0] new_branch_metric_10,
    input wire [3:0] new_branch_metric_11,
    input wire [2:0] write_pointer_in,
    input wire valid_in,
    output reg [7:0] out,
    output reg refresh
);
    wire [3:0] min_01 = (new_branch_metric_00 <= new_branch_metric_01) ? new_branch_metric_00 : new_branch_metric_01;
    wire [1:0] state_01 = (new_branch_metric_00 <= new_branch_metric_01) ? 2'b00 : 2'b01;
    wire [3:0] min_23 = (new_branch_metric_10 <= new_branch_metric_11) ? new_branch_metric_10 : new_branch_metric_11;
    wire [1:0] state_23 = (new_branch_metric_10 <= new_branch_metric_11) ? 2'b10 : 2'b11;
    wire [3:0] min_metric = (min_01 <= min_23) ? min_01 : min_23;
    wire [1:0] selected_state = (min_01 <= min_23) ? state_01 : state_23;
    wire [7:0] selected_path = (selected_state == 2'b00) ? updated_selected_branch_at_00 :
                              (selected_state == 2'b01) ? updated_selected_branch_at_01 :
                              (selected_state == 2'b10) ? updated_selected_branch_at_10 :
                                                         updated_selected_branch_at_11;
    always @(posedge clk or posedge rst) begin
        if (rst) begin
            out <= 8'b00000000;
            refresh <= 1'b0;
        end else begin
            refresh <= 1'b0;   
            if (valid_in && selected_path != out) begin
                out <= selected_path;
                refresh <= 1'b1;   
            end
        end
    end
endmodule
### /design/flow/run.sh
#!/bin/bash
# OpenROAD 26Q1-2900-gdf79404cd8, Yosys 0.63+post, stock flow scripts
make -C /OpenROAD-flow-scripts/flow DESIGN_CONFIG=/design/flow/config.mk WORK_HOME=/design/flow/orfs finish
==> impl_metrics.csv <==
group,metric,value,unit
route,met2_length,1912,µm
clocking,cts_buffer_depth,2,
logic_synthesis,ys_warn_count,1,
route,insertedDiodeCount,0,
power_and_ir_drop,total_power,986.9,µW
power_and_ir_drop,vdd_drop_max,0.3046,mV
clocking,worstSkewPairLatency,0.23,ns
route,drt-initial-drc-count,43,
grt,track_usage,0.1936,
final_layout,nFillCells,389,
timing,worst_pin_slew,0.4310,ns
route,detail-route-antenna-nets,0,
floorplan,coreArea,4144,µm²
final_layout,utilization,0.6199,
job,warning_count,31,
place,gp_congestion,0.8636,
setup_path,path_class,"in -> reg",
clocking,cts_sinks,9,
timing,layout_min_cycle_time,3.618,ns
timing,hold_violations,0,
setup_path,cp-end-kind,"register",
place,place_inst,313,
route,viasPerCell,5.067,
logic_synthesis,mux_share,0.05312,
final_layout,syn2layout_area_growth,91.33,%
logic_synthesis,ys_seq_frac,0.1678,
timing,setup_tns,-0.1176,ns
logic_synthesis,yosys.area.top_type_share,0.1678,
floorplan,num_io_pins,63,
floorplan,dieHeight,68.90,µm
grt,grt-ovfl-total,0,
logic_synthesis,yosys.area_share.adder,0.1118,
final_layout,seq_area,225.2,µm²
setup_path,cp-start-kind,"primary input",
setup_path,cp.arrival,3.71,ns
min_path,min_path_type,"reg -> reg",
logic_synthesis,ys_cells,176,
logic_synthesis,postSynthCellCount,176,
timing,relSlewSlack,0.7118,
logic_synthesis,synth_cell_type_count,45,
timing,rsz0062_at_grt,"yes",
clocking,clkTransAtPathRegs,0.05,ns
place,hpwl,3316,µm
clocking,cts.htree.levels,1,
route,drc,0,
timing,setup_viol,1,
floorplan,num_rows,23,
route,vias,1662,
grt,grt_start_max_net_pins,13,
logic_synthesis,netlist_logic_family_top,"AND-OR/OR-AND gates",
floorplan,chip_area,4747,µm²
setup_path,critPathMaxFanout,7,
route,drt_wl_total,4312,µm
clocking,cts-root-buf,"clkbuf_8",
logic_synthesis,ys_seq_elements,9,
route,wl_met1,2102,µm
logic_synthesis,top_area_cell,"dfrtp_1",
job,maxCapViolations,0,
logic_synthesis,yosysChipArea,1343,µm²
route,wl_met3,284,µm
final_layout,mi_logic_area,1235,µm²
place,port_buffers,59,
timing,fmax,276.4,MHz
power_and_ir_drop,power_leakage,0.001117,µW
clocking,cts_made_buffers,3,
grt,grt_pass1_wl,6796,µm
power_and_ir_drop,p_per_area,384.2,nW/µm²
status,outcome,"finished, violations left",
logic_synthesis,postSynthAreaPerCell,7.628,µm²
grt,grt_pass1_vias,1538,
timing,drv_slew,0,
logic_synthesis,area_leaders,"dfrtp_1, ha_1, o21ai_0",
logic_synthesis,simple_gate_area_frac,0.2600,
timing,post-route-period-util,1.034,
floorplan,fp_util,0.3240,
logic_synthesis,async_reset_ff_frac,1.000,
logic_synthesis,syn_area,1343,µm²
final_layout,layout.cells.non_filler,328,
logic_synthesis,ys_sh_aoi,0.3243,
route,routed.top_layer,"met4",
route,drt-pass1-iter-count,4,
logic_synthesis,edf_count,0,
logic_synthesis,xor_area_frac,0.006524,
status,violations,"setup timing",
route,routedWlPerCell,13.15,µm
floorplan,chipWidth,68.90,µm
setup_path,required,3.59,ns
timing,final.setup.worst_slack,-0.1176,ns
logic_synthesis,synth-main-ff-cell,"dfrtp_1",
clocking,cts_tree,"built",
setup_path,ff2ff_path_depth,5,
final_layout,drive_gt1_frac,0.3525,
grt,antenna_found_initial,0,
min_path,whs_path_depth,2,
timing,fin_skew,0.004922,ns
through the flow:
stage / worst slack [ns] / hold WS (ns) / area, µm²
final: -0.1176 / 0.5256 / 2569
after global routing: -0.2532 / 0.5858 / 2569
after CTS: -0.1876 / 0.5337 / 2451
after detailed placement: -0.8930 / 0.5250 / 2313
after global placement: -0.8375 / 0.5249 / 2313
after floorplan: -0.1486 / 0.4577 / 1438
worst max-delay path, cell delays in order:
cell and delay (ns):
buf_12 0.09, inv_12 0.03, ha_4 0.23, or3_4 0.37, o311a_4 0.15, nand2_4 0.09
mux2i_1 0.19, ha_1 0.26, nor2b_1 0.13, o211a_1 0.24, buf_6 0.12, o21ai_4 0.22
buf_6 0.14, o211ai_1 0.09, and3b_2 0.24, a2111oi_4 0.27, a41oi_1 0.15
kinds of logic after synthesis:
family	Yosys count
simple gates	62
compound gates	60
xor+xnor	1
buf+inv	25
flops	9
mux	7
fa+ha+maj	12
layout by cell type (no fill, tap or decap), drive strengths merged, types with 3 or more instances in the layout:
cell type	netlist	routed
clkbuf	2	4
a31o	3	3
nor2	9	9
o21ai	20	20
mux2i	6	6
nand4	5	5
ha	12	12
a211oi	11	11
and3	3	3
nand2	10	10
buf	4	51
dfrtp	9	9
nor4	3	3
a21oi	4	4
dlygate4sd2	0	8
inv	19	19
nand3	16	16
and4	4	4
o21a	3	3
a2111oi	5	5
clkdlybuf4s50	0	43
a21boi	4	4
path summary, 6_finish.rpt:
kind	start	slack [ns]	end
min reg2reg	out[6]$_DFFE_PP0P_	0.53	out[6]$_DFFE_PP0P_
min	out[6]$_DFFE_PP0P_	0.53	out[6]$_DFFE_PP0P_
max in group asynchronous	rst	2.46	out[7]$_DFFE_PP0P_
max reg2reg	out[5]$_DFFE_PP0P_	1.99	refresh$_DFF_PP0_
min in group asynchronous	rst	0.75	out[0]$_DFFE_PP0P_
max	new_branch_metric_11[2]	-0.12	refresh$_DFF_PP0_
power breakdown:
group,switching (µW),internal (µW),leakage [µW],total [µW]
sequential,26.0,135,0.000108,161
combinational,305,396,0.000987,701
clock,44.8,79.7,0.0000228,124
total,376,611,0.00112,987
what timing repair did:
item	in CTS	in global routing
gates cloned	0	1
pin swaps	22	16
buffers inserted	10	1
setup endpoints to repair	9	5
resized	46	29
hold buffers	0	0
cell type report:
class                      count  area share
multi-input combinational    142      0.4808
timing repair buffer         104      0.3561
sequential                     9     0.08768
inverter                      19     0.03361
tap                           50     0.02435
clock buffer                   4     0.01754
flip-flops by register name, summed over array words and instances, names as in the netlist:
register / cells
out: 8
refresh: 1
synthesized netlist by cell type (all sizes together), types with 4 or more instances:
cell / n
o21ai: 20
inv: 19
nand3: 16
ha: 12
a211oi: 11
nand2: 10
dfrtp: 9
nor2: 9
mux2i: 6
a2111oi: 5
nand4: 5
a21boi: 4
a21oi: 4
and4: 4
buf: 4
routing by layer:
layer  vias up  GRT usage
met2        52     0.3083
met1       727     0.2987
met5         -          0
met3         2    0.02000
met4         0   0.007653
li1        881          -
Power is estimated from default activity; no workload was simulated.
